### flow/run.sh
#!/bin/bash
# OpenROAD 26Q1-2900-gdf79404cd8, Yosys 0.63+post, stock flow scripts
make -C /OpenROAD-flow-scripts/flow DESIGN_CONFIG=/design/flow/config.mk WORK_HOME=/design/flow/orfs finish
### flow/config.mk
export PLATFORM = sky130hd
export DESIGN_NAME = multi_phase_timer
export DESIGN_NICKNAME = multi_phase_timer
export VERILOG_FILES = /design/flow/design.v
export SDC_FILE = /design/flow/constraint.sdc
export NUM_CORES = 4
export LEC_CHECK = 1
export CORE_UTILIZATION = 30
### flow/constraint.sdc
current_design multi_phase_timer

set clk_period 3.6
set clk_io_pct 0.2

create_clock -name clk0 -period $clk_period [get_ports {clk}]

set non_clock_inputs [all_inputs -no_clocks]
set_input_delay [expr $clk_period * $clk_io_pct] -clock clk0 $non_clock_inputs
set_output_delay [expr $clk_period * $clk_io_pct] -clock clk0 [all_outputs]
### flow/design.v
`timescale 1ns / 1ps
module multi_phase_timer(
    input  wire clk,
    input  wire rst_n,
    input  wire enable,
    input  wire [1:0] phase_sel,
    input  wire mode1, mode2, mode3,
    input  wire start,
    output reg  timer_done,
    output reg [31:0] counter_out
);
    reg [31:0] max_count;
    always @(*) begin
        case ({mode1, mode2, mode3})
            3'b100: begin  
                case (phase_sel)
                    2'b00: max_count = 32'd50;
                    2'b01: max_count = 32'd100;
                    2'b10: max_count = 32'd80;
                    2'b11: max_count = 32'd55;
                    default: max_count = 32'd0;
                endcase
            end
            3'b010: begin  
                case (phase_sel)
                    2'b00: max_count = 32'd100;
                    2'b01: max_count = 32'd200;
                    2'b10: max_count = 32'd150;
                    2'b11: max_count = 32'd120;
                    default: max_count = 32'd0;
                endcase
            end
            3'b001: begin  
                case (phase_sel)
                    2'b00: max_count = 32'd150;
                    2'b01: max_count = 32'd300;
                    2'b10: max_count = 32'd220;
                    2'b11: max_count = 32'd160;
                    default: max_count = 32'd0;
                endcase
            end
            default: max_count = 32'd0;
        endcase
    end
    always @(posedge clk or negedge rst_n) begin
        if (!rst_n) begin
            counter_out <= 0;
            timer_done  <= 0;
        end else if (!enable) begin
            counter_out <= 0;
            timer_done  <= 0;
        end else begin
            if (counter_out >= max_count) begin
                timer_done  <= 1;
                counter_out <= 0;
            end else begin
                counter_out <= counter_out + 1;
                timer_done  <= 0;
            end
        end
    end
endmodule
==> results.yml <==
# flow metrics
cells_and_area:
  final_cells: 284
  fillers: 545
  ff_latch_area_sq_um: 825.8
  layout-drive-gt1-share_pct: 14.15
  lay_top_count: "clkdlybuf4s50_1"
  mi_logic_area_sq_um: 952.2
  synthToLayoutAreaGrowth_pct: 37.14
  lay_top_cells: "40 x clkdlybuf4s50_1, 33 x dfrtp_1, 22 x conb_1, 16 x ha_1, 12 x nor2_1"
setup_path:
  cp.arrival_ns: 3.21
  criticalPathCategory: "in -> reg"
  rrSetupSlack_ns: 1.59
  r2r-start: "counter_out[0]"
  cp.required_ns: 3.74
  path_max_fanout: 5
  startpoint: "phase_sel[1]"
  rr_worst_depth: 7
  endpoint_kind: "flip-flop"
  timing.rr.end: "counter_out[1]"
  startpoint_type: "input pin"
power:
  p_seq_share_pct: 54.0
  p_per_area_nw_per_um2: 303.0
  switching_power_w: 0.0001665
  peakVddDrop_v: 0.0002832
  p_leak_nw: 0.9546
  comb_power_share_pct: 12.6
  p_int_w: 0.0005613
  switching_share_pct: 22.88
  clkPwrFrac_pct: 33.5
placed_design:
  gp_congestion: 0.8199
  dpl.cell_count: 278
  hpwlAfterDp_um: 2561
  io_buffers: 40
synthesis:
  edf_count: 0
  area_leaders: "dfrtp_1 47%, ha_1 11%, nor4_2 5.7%"
  ys_seq_share_pct: 47.14
  synth_cell_type_count: 37
  synth_top_area_share_pct: 47.14
  ys_chip_area_sq_um: 1752
  synth_warnings: 1
  synth_area_per_cell_sq_um: 12.16
  synth_area_leader_cell: "dfrtp_1"
  ys_cells: 144
  synth_flops: 33
  flop_cell: "dfrtp_1"
  syn_area_sq_um: 1752
  async_flop_share_pct: 100.0
  synthCells: 144
clock_tree:
  cts_resized: 0
  ctsRootBufferMaster: "clkbuf_8"
  cts_buffer_depth: 2
  cts_buffers: 5
  htreeDepth: 2
  cts_tree: "built"
  clk_latency_ns: 0.28
  cts_hold_buf: 0
  clock_sinks: 33
  cts_setup_buffers: 0
  clk_pin_slew_ns: 0.06
flow_run:
  maxCapViolCount: 0
  warnings: 31
floorplan:
  die_x_um: 78.41
  core_area_sq_um: 5574
  fp_util_pct: 31.43
  std_cell_rows: 27
  fp.dieH_um: 78.41
  ioPinCount: 42
  dieArea_sq_um: 6148
timing:
  post-route-min-period_ns: 3.070
  maxSlewViolCount: 0
  clock_skew_ns: 0.005788
  timing.final.crit_share_pct: 85.27
  rsz0062_at_grt: "false"
  setup_tns_ns: 0
  max_freq_mhz: 325.8
  hold_viol_final: 0
  holdWs_ns: 0.6094
  setup_violations: 0
drt:
  diodes: 0
  first_pass_iters: 4
  vias_per_cell: 4.437
  routedWlPerCell_um: 11.92
  drc: 0
  drt-total-wl_um: 3385
  ant_nets: 0
  vias: 1260
  drt_iter0_drc: 59
global_route:
  grt_first_pass_wirelength_um: 5927
  grt_pass1_vias: 1323
  grt_max_degree: 34
  grt_usage_pct: 12.56
  antenna_found_initial: 0
  overflow: 0
worst_hold_path:
  hp-class: "reg -> reg"
  min-delay-start: "counter_out[0]"
  min_to: "counter_out[0]"
  whs_path_depth: 1
run_status:
  status: "finished clean"
## sequential cells by signal, summed over array words and instances (netlist names)
| name | count |
|---|---|
| counter_out | 32 |
| timer_done | 1 |
## Yosys cell counts (all sizes together) (5+ instances only)
master,count
nor2,12
xnor2,5
nand2b,7
nor3,5
dfrtp,33
nor4,12
a21oi,5
inv,6
ha,16
nand2,5
nand3,5
## through the flow
stage	setup slack, ns	total power (W)	cell area, sq um	utilization (%)
finish	0.5303	0.0007278	2402	43.10
global route	0.3652	0.0007666	2402	43.10
CTS	0.5191	0.0007405	2402	43.10
detailed placement	0.2347	0.0004918	2328	41.77
global placement	0.2400	0.0004922	2328	41.77
floorplan	0.8590	0.0004385	1831	-
## power groups by stage
stage | Clock (W) | Sequential (W) | Combinational, W
finish | 0.000244 | 0.000393 | 0.0000914
global route | 0.000268 | 0.000394 | 0.000104
CTS | 0.000254 | 0.000393 | 0.0000932
## per-layer routing
metal / track usage, % / up-vias / part of all wire, %
met2: 19.65 / 38 / 45
met5: 0 / - / 0
met4: 1.667 / 0 / 1.2
met1: 17.01 / 577 / 44
met3: 5.431 / 4 / 10
li1: - / 641 / -
## worst max path at each step
stage / slack, ns / end / cells after the start
final: 0.53 / counter_out[7] / 10
after global routing: 0.37 / counter_out[1] / 12
after CTS: 0.52 / counter_out[1] / 10
## layout make-up
cell class / count / share of cell area (%)
clock inverter: 1 / 0.2083
inverter: 6 / 0.9375
clock buffer: 5 / 2.865
timing repair buffer: 45 / 18.23
tap: 72 / 3.750
sequential: 33 / 34.38
multi-input combinational: 122 / 39.64
## logic make-up (layout without fill, tap and decap cells)
family / after synthesis / count (layout) / share of synthesized area, %
AND-OR/OR-AND: 22 / 22 / 12.29
adder cells (fa/ha/maj): 16 / 16 / 11.43
other: 1 / 22 / 0.2141
AND/OR/NAND/NOR: 55 / 55 / 22.43
XOR/XNOR: 7 / 7 / 3.500
buffers and inverters: 10 / 57 / 3.000
flip-flops: 33 / 33 / 47.14
## worst max-delay path, cell delays in order
cell             delay (ns)
clkdlybuf4s50_1        0.47
inv_1                  0.13
ha_1                   0.21
or3b_2                 0.47
ha_1                   0.27
nor4b_2                0.23
nand2_2                0.15
a2111oi_4              0.28
buf_4                  0.22
nor4_2                 0.05
Power figures rest on the tool's default switching activity, not on a simulated workload.
