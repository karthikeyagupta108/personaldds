===== ./design.v =====
`timescale 1ns/1ps
module washing_machine_behavioral(
    input  wire clk, rst_n, start, cancel, lid,
    input  wire mode1, mode2, mode3, mode4,
    input  wire timer_done, power_on,
    output reg  [2:0] state,
    output reg  [1:0] phase_sel,
    output reg  soak_en, wash_en, rinse_en, spin_en,
    output reg  timer_enable
);
    localparam IDLE=3'd0, READY=3'd1, SOAK=3'd2,
               WASH=3'd3, RINSE=3'd4, SPIN=3'd5;
    reg [2:0] next_state;
    reg start_latched;
    reg [3:0] mode_latched;
    always @(posedge clk or negedge rst_n)
        if(!rst_n) begin start_latched<=0; mode_latched<=0; end
        else if(start && state==IDLE) begin start_latched<=1; mode_latched<={mode1,mode2,mode3,mode4}; end
        else if(state!=IDLE && next_state==IDLE) start_latched<=0;
    always @(posedge clk or negedge rst_n)
        if(!rst_n) state<=IDLE;
        else if(power_on) state<=next_state;
        else state<=state;
    always @(*) begin
        next_state=state; phase_sel=2'b00; timer_enable=0;
        case(state)
            IDLE:  if(lid==0 && start_latched && !cancel) next_state=READY;
            READY: if(lid==0 && !cancel && mode_latched!=0)
                        next_state=(mode4)?SPIN:SOAK;
                   else if(cancel) next_state=IDLE;
            SOAK:  begin phase_sel=2'b00; timer_enable=1;
                   if(!cancel && timer_done) next_state=WASH;
                   else if(cancel) next_state=IDLE; end
            WASH:  begin phase_sel=2'b01; timer_enable=1;
                   if(!cancel && timer_done) next_state=RINSE;
                   else if(cancel) next_state=IDLE; end
            RINSE: begin phase_sel=2'b10; timer_enable=1;
                   if(!cancel && timer_done) next_state=SPIN;
                   else if(cancel) next_state=IDLE; end
            SPIN:  begin phase_sel=2'b11; timer_enable=1;
                   if(!cancel && timer_done) next_state=IDLE;
                   else if(cancel) next_state=IDLE; end
        endcase
    end
    always @(posedge clk or negedge rst_n)
        if(!rst_n) {soak_en,wash_en,rinse_en,spin_en}<=0;
        else begin
            soak_en <= (state==SOAK);
            wash_en <= (state==WASH);
            rinse_en<= (state==RINSE);
            spin_en <= (state==SPIN);
        end
endmodule

===== ./run.sh =====
#!/bin/bash
# OpenROAD 26Q1-2900-gdf79404cd8, Yosys 0.63+post, stock flow scripts
make -C /OpenROAD-flow-scripts/flow DESIGN_CONFIG=/design/flow/config.mk WORK_HOME=/design/flow/orfs finish

===== ./config.mk =====
export PLATFORM = sky130hd
export DESIGN_NAME = washing_machine_behavioral
export DESIGN_NICKNAME = washing_machine_behavioral
export VERILOG_FILES = /design/flow/design.v
export SDC_FILE = /design/flow/constraint.sdc
export NUM_CORES = 4
export LEC_CHECK = 1
export CORE_AREA = 10 10 78 78
export DIE_AREA = 0 0 88 88

===== ./constraint.sdc =====
current_design washing_machine_behavioral

set clk_period 3.1
set clk_io_pct 0.2

create_clock -name clk0 -period $clk_period [get_ports {clk}]

set non_clock_inputs [all_inputs -no_clocks]
set_input_delay [expr $clk_period * $clk_io_pct] -clock clk0 $non_clock_inputs
set_output_delay [expr $clk_period * $clk_io_pct] -clock clk0 [all_outputs]

==> summary.txt <==
impl run done, here's what came out: DP Wirelength 1397 µm, Sum Neg Setup Slack 0 ns, number of routed nets with antenna violations 0, relative slew slack 60.37%, routability cong. 0.7881, R2R Path End start_latched, crit path capture type primary output, total leakage power 0.4096 nW, async set-reset flop share out of synthesis 100.0%, Mapped Avg Cell Area 10.56 µm², ratio of cells with drive above 1 in the final layout 18.39%, R2R Path Start state[1], Detailed Route WL 1760 µm, Basic Gates by Area 22.62%, clk sink count 12, CP Cell Sequence and2b_2 -> and2_1 -> a21o_1 -> clkdlybuf4s50_1, GRT Overall Usage 4.427%, f_max 391.8 MHz, Post-synth EDFFs 0, Filler Cell Count 460, Final Cycle Share 82.33%, most frequent logic cell in the layout clkdlybuf4s50_1, Worst-path clk slew 0.05 ns, Setup Buffers After CTS 0, first-pass GRT wire length 2815 µm, aoi share 15.08%, yosys warns 1, Layout area overhead 42.55%, Clock Tree Root clkbuf_8, Mux cell area share 6.463%, routed vias/inst 4.180, CP max-delay cell dfrtp_1, Max-Cap Viols 0, # diodes 0, num rows 24, endpoints failing setup 0, Remaining DRCs 0, pin count of the biggest net entering global routing 16, crit-path max FO 15, die x size 88 µm, yosys xor share 1.257%, Yosys reg bits 12, H-Tree Depth 1, Arr. time, crit path 1.93 ns, Slew Viols, Final 0, CORE AREA 0.004414 mm², TritonCTS clock tree yes, worst-margin pin slew 0.5890 ns, minimum clock period 2.552 ns, library cells used by synthesis 32, cts repair resizes 0, CP Class reg -> out, GRT overflow 0, most numerous logic cells after layout 20 x clkdlybuf4s50_1, 12 x dfrtp_1, 5 x inv_1, 5 x o21ai_0, vias in the first global route 561, Synth Area in Adders 5.386%, Die Y 88 µm, yosys synthesis chip area 696.9 µm², PnR Total Power 546.0 µW, cell area after synthesis 696.9 µm², Yosys Instances 66, hold path start start_latched, Initial DRC Count 70, I/O Buffers 20, CP Launch Type register, Seq share, synth 43.09%, Power Dens Cells 549.6 mW/mm², chip area 0.007744 mm², area of the multi-input gates 354.1 µm², FP Core Util 15.79%, skew final 0.006078 ns, Top logic family simple AND/OR/NAND/NOR gates, Num CTS Buffers 3, Top Ports 21, outcome finished, final reports clean, vias 581, worst hold path class reg -> reg, Reg area 300.3 µm², initial antenna violation count 0, Critical Path Start state[1], Worst-Skew Late Latency 0.24 ns, Hold Buf Count CTS 0, data required time of the worst path 2.48 ns, unrepaired setup endpoints after global routing false, drt pass-1 iters 4, Reg2Reg Depth 5, Synth Flop Type dfrtp_1, Worst VDD drop 0.0001283 V, OpenROAD warning count 27, clk buf depth 2, Synth Instances 66, final hold vios 0, Worst Setup EP phase_sel[0], FF-to-FF setup slack 1.46 ns, max incr delay on CP 0.65 ns, average wire per standard cell 12.66 µm, Final Core Density 22.51%
[how the worst min path moves through the flow]
stage	cells after the start	slack, ns	endpoint
6_report	1	0.49	start_latched
5_1_grt	1	0.52	start_latched
4_1_cts	1	0.50	start_latched
[worst max-delay path: cells and delay by family, from the launching register on]
family,cells,cell delay [ns]
flops,1,0.65
simple gates,2,0.47
buf+inv,1,0.40
compound gates,1,0.17
[layer usage]
layer	GRT usage (%)	share of wire, %
met5	0	0
met4	0.7246	1.5
met1	5.989	42
met2	6.217	45
met3	2.339	11
[where the power goes]
group / total, mW / internal [mW] / switching [mW] / leakage, nW
clock: 0.168 / 0.112 / 0.0559 / 0.0288
sequential: 0.231 / 0.192 / 0.0386 / 0.154
combinational: 0.147 / 0.0933 / 0.0540 / 0.227
total: 0.546 / 0.398 / 0.149 / 0.410
[through the flow]
stage / hold WS, ns / area (µm²) / instances / setup WS, ns
3_5_place_dp: 0.4840 / 938.4 / 135 / 0.8122
5_1_grt: 0.5161 / 993.5 / 139 / 0.4431
4_1_cts: 0.4968 / 993.5 / 139 / 0.5379
3_3_place_gp: 0.4817 / 938.4 / 135 / 0.8186
2_1_floorplan: 0.3244 / 696.9 / 66 / 1.483
6_report: 0.4922 / 993.5 / 139 / 0.5478
[cell usage after synthesis (2+ instances only)]
cell / n / share of area, %
dfrtp_1: 12 / 43
ha_1: 3 / 5.4
nor4_1: 2 / 1.8
a21oi_1: 3 / 2.2
nor3_1: 4 / 2.9
o21ai_0: 5 / 3.6
nand3_1: 2 / 1.4
nand2_1: 3 / 1.6
mux2_2: 4 / 6.5
nor2_1: 2 / 1.1
inv_1: 5 / 2.7
[flip-flops by register name, summed over array words and instances (netlist names)]
signal         count
mode_latched       4
rinse_en           1
soak_en            1
spin_en            1
start_latched      1
state              3
wash_en            1
[layout make-up]
class                      count  share of cell area, %
inverter                       5                  1.889
timing repair buffer          20                  20.15
multi-input combinational     46                  35.64
sequential                    12                  30.23
clock buffer                   4                  5.542
tap                           52                  6.549
[cell families after synthesis]
logic type      Yosys count
buf+inv                   8
mux                       4
xor+xnor                  1
flops                    12
fa+ha+maj                 3
compound gates           15
simple gates             23
Power and IR drop assume default switching activity.
