`flow/config.mk`:
```
export PLATFORM = sky130hd
export DESIGN_NAME = washing_machine
export DESIGN_NICKNAME = washing_machine
export VERILOG_FILES = /design/flow/design.v
export SDC_FILE = /design/flow/constraint.sdc
export NUM_CORES = 4
export LEC_CHECK = 1
export CORE_AREA = 10 10 81 81
export DIE_AREA = 0 0 91 91
```
`flow/constraint.sdc`:
```
current_design washing_machine

set clk_period 3.5
set clk_io_pct 0.2

create_clock -name clk0 -period $clk_period [get_ports {clk}]

set non_clock_inputs [all_inputs -no_clocks]
set_input_delay [expr $clk_period * $clk_io_pct] -clock clk0 $non_clock_inputs
set_output_delay [expr $clk_period * $clk_io_pct] -clock clk0 [all_outputs]
```
`flow/design.v`:
```
`timescale 1ns / 1ps
module washing_machine(
    input  wire clk,
    input  wire rst_n,
    input  wire start,
    input  wire cancel,
    input  wire lid,
    input  wire mode1, mode2, mode3,
    input  wire timer_done,
    output reg  [2:0] state,
    output reg  [1:0] phase_sel,
    output reg  soak_en,
    output reg  wash_en,
    output reg  rinse_en,
    output reg  spin_en,
    output reg  timer_enable
);
    localparam IDLE  = 3'd0,
               READY = 3'd1,
               SOAK  = 3'd2,
               WASH  = 3'd3,
               RINSE = 3'd4,
               SPIN  = 3'd5;
    reg [2:0] next_state;
    reg start_latched;
    reg [2:0] mode_latched;
    always @(posedge clk or negedge rst_n) begin
        if (!rst_n) begin
            start_latched <= 0;
            mode_latched <= 3'b000;
        end else if (start && state == IDLE) begin
            start_latched <= 1;
            mode_latched <= {mode1, mode2, mode3};
        end else if (state != IDLE && next_state == IDLE) begin
            start_latched <= 0;
        end
    end
    always @(posedge clk or negedge rst_n) begin
        if (!rst_n)
            state <= IDLE;
        else
            state <= next_state;
    end
    always @(*) begin
        next_state    = state;
        phase_sel     = 2'b00;
        timer_enable  = 0;
        case (state)
            IDLE: begin
                phase_sel = 2'b00;
                if (lid==0 && start_latched && cancel==0)
                    next_state = READY;
            end
            READY: begin
                if (lid==0 && cancel==0 && (mode_latched != 3'b000))
                    next_state = SOAK;
                else if (cancel)
                    next_state = IDLE;
            end
            SOAK: begin
                phase_sel = 2'b00;
                timer_enable = 1;
                if (lid==0 && cancel==0 && timer_done)
                    next_state = WASH;
                else if (cancel)
                    next_state = IDLE;
            end
            WASH: begin
                phase_sel = 2'b01;
                timer_enable = 1;
                if (lid==0 && cancel==0 && timer_done)
                    next_state = RINSE;
                else if (cancel)
                    next_state = IDLE;
            end
            RINSE: begin
                phase_sel = 2'b10;
                timer_enable = 1;
                if (lid==0 && cancel==0 && timer_done)
                    next_state = SPIN;
                else if (cancel)
                    next_state = IDLE;
            end
            SPIN: begin
                phase_sel = 2'b11;
                timer_enable = 1;
                if (lid==0 && cancel==0 && timer_done)
                    next_state = IDLE;
                else if (cancel)
                    next_state = IDLE;
            end
            default: next_state = IDLE;
        endcase
    end
    always @(posedge clk or negedge rst_n) begin
        if (!rst_n) begin
            soak_en <= 0; wash_en <= 0; rinse_en <= 0; spin_en <= 0;
        end else begin
            soak_en <= (state == SOAK);
            wash_en <= (state == WASH);
            rinse_en <= (state == RINSE);
            spin_en <= (state == SPIN);
        end
    end
endmodule
```
`flow/run.sh`:
```
#!/bin/bash
# OpenROAD 26Q1-2900-gdf79404cd8, Yosys 0.63+post, stock flow scripts
make -C /OpenROAD-flow-scripts/flow DESIGN_CONFIG=/design/flow/config.mk WORK_HOME=/design/flow/orfs finish
```
==> results.py <==
# Generated from Yosys and OpenROAD reports
metrics = {
    "logic_synthesis": {
        "ys_top_cells_by_count": "dfrtp_1, nor2_1, inv_1",
        "edf_count": 0,
        "async_flop_share_pct": 100,
        "synth_area_leader_cell": "dfrtp_1",
        "ys.flops": 11,
        "top_area_share_pct": 52.3,
        "syn_area_per_cell_um2": 11.5,
        "top_cell": "dfrtp_1",
        "ys_top_cells_by_area": "dfrtp_1, mux2_2, nor2_1",
        "yosysCellCount": 46,
        "syn_inst": 46,
        "yosys-stat-area_um2": 527,
        "yosys.stat.seqShare_pct": 52.3,
        "synthFlopType": "dfrtp_1",
        "ys_warn_count": 1,
        "synth_area_um2": 527,
        "synth.distinct_cells": 22,
    },
    "place": {
        "portBuffers": 18,
        "routabilityCongestion": 0.775,
        "dp_hpwl_um": 1130,
        "dpl_cell_area_um2": 791,
    },
    "critical_path": {
        "reg2regPathDepth": 4,
        "r2r_setup_slack_ns": 1.92,
        "r2r_end": "start_latched",
        "startpoint_type": "flip-flop",
        "worstPathRequired_ns": 2.80,
        "critical_path_class": "reg -> out",
        "critical_path_arrival_ns": 1.62,
        "r2r-start": "state[0]",
        "path_max_fanout": 9,
        "endpoint_kind": "output pin",
    },
    "sta": {
        "tightest_slew_ns": 0.479,
        "finClkSkew_ns": 0.00709,
        "slew_headroom_pct": 67.8,
        "fmax_mhz": 430,
        "period_needed_ns": 2.32,
        "setup_viol": 0,
        "maxSlewViolCount": 0,
        "rsz0062_at_grt": "no",
        "setup_tns_ns": 0,
        "fin_crit_sh_pct": 66.4,
        "whs_ns": 0.506,
        "finalHoldViolCount": 0,
    },
    "final_layout": {
        "area_delta_synth_final_pct": 58.7,
        "drive_gt1_share_pct": 16.2,
        "final_cell_area_um2": 836,
    },
    "cts": {
        "cts_buffers": 3,
        "postCtsSetupBuffers": 0,
        "clock_latency_ns": 0.23,
        "root_buffer": "clkbuf_8",
        "holdBufCountCts": 0,
        "cts.sinks": 11,
        "cts_tree": "built",
        "clock_path_buffers": 2,
        "cts_max_level": 1,
        "cts_resized": 0,
        "clk_pin_slew_ns": 0.05,
    },
    "pwr": {
        "peakVddDrop_uv": 152,
        "leakage_nw": 0.333,
        "p_per_area_nw_per_um2": 482,
    },
    "die": {
        "fp_util_pct": 10.9,
        "pin_count": 19,
        "core_um2": 4820,
        "row_count": 25,
        "dieArea_um2": 8280,
        "die_h_um": 91,
        "die_w_um": 91,
    },
    "route": {
        "ant_nets": 0,
        "vias_per_cell": 3.13,
        "drt-total-wl_um": 1310,
        "drcViolationCount": 0,
        "firstDrtPassIters": 4,
        "antenna_cells_inserted": 0,
        "wire_per_inst_um": 9.73,
        "routed-via-count": 423,
        "drtIter0Drc": 24,
    },
    "global_routing": {
        "antenna_found_initial": 0,
        "grt_max_degree": 12,
        "grt_use_total_pct": 3.28,
        "grt_first_pass_wirelength_um": 2250,
        "grt_overflow": 0,
        "grt_pass1_vias": 443,
    },
    "hold_path": {
        "hp-start": "mode_latched[0]",
        "whs_endpoint": "mode_latched[0]",
        "hold_depth": 1,
        "hold_class": "reg -> reg",
    },
    "outcome": {
        "status": "complete, no violations",
    },
    "flow_run": {
        "maxCapViolations": 0,
        "warning_count": 25,
    },
}
[routing by layer]
metal	share of wire (%)	vias up	GRT usage (%)
li1	-	205	-
met1	53	196	4.95
met2	34	20	4.00
met3	9.1	2	1.58
met4	3.2	0	0.783
met5	0	-	0
[metrics by stage]
stage	power (mW)	utilization, %	std cells	setup WS, ns
after floorplan	0.233	-	46	1.70
after global placement	0.280	16.4	131	1.21
after detailed placement	0.285	16.4	131	1.18
after CTS	0.409	17.4	135	1.15
after global routing	0.433	17.4	135	1.08
final	0.403	17.4	135	1.18
[cell families (layout without fill, tap and decap cells)]
| kind of cell | Yosys count | in the layout | share of synthesized area [%] |
|---|---|---|---|
| DFF | 11 | 11 | 52.3 |
| AOI/OAI and AO/OA | 5 | 5 | 9.26 |
| muxes | 4 | 4 | 9.26 |
| buffers and inverters | 4 | 26 | 2.85 |
| and+or+nand+nor | 21 | 21 | 24.7 |
| xor gates and xnor gates | 1 | 1 | 1.66 |
[cells in the final DEF, fill, tap and decap left out, drive strengths merged]
| cell type | instances |
|---|---|
| a21oi | 1 |
| nor4b | 1 |
| mux2 | 4 |
| nor3b | 3 |
| o31a | 1 |
| and2b | 1 |
| nand3 | 1 |
| o21ba | 1 |
| nor3 | 2 |
| o311ai | 1 |
| o2111ai | 1 |
| clkbuf | 4 |
| and2 | 2 |
| nor2 | 6 |
| or2 | 2 |
| clkdlybuf4s50 | 18 |
| xnor2 | 1 |
| and3b | 1 |
| inv | 4 |
| dfrtp | 11 |
| nand2b | 2 |
[worst max-delay path by stage]
stage | start | depth (start not counted) | endpoint
after CTS | state[1] | 4 | timer_enable
after global routing | state[1] | 4 | timer_enable
final | state[1] | 4 | timer_enable
[worst max-delay path: stages (launching register included)]
cell             delay [ns]
dfrtp_1                0.46
nand2b_1               0.24
and2_4                 0.18
inv_1                  0.04
clkdlybuf4s50_1        0.46
[layout make-up]
cell class                 instances  area [µm²]
tap                               67        83.8
fill                             542        3980
timing repair buffer              18         180
sequential                        11         275
clock buffer                       4        45.0
inverter                           4        15.0
multi-input combinational         31         236
[state kept, by name (all words and copies together), names as in the netlist]
register and flops:
spin_en 1, rinse_en 1, wash_en 1, state 3, soak_en 1, mode_latched 3
start_latched 1
[report_power, final]
part	total, mW	internal (mW)	leakage (nW)	switching (mW)
registers	0.174	0.153	0.142	0.0211
logic	0.107	0.0656	0.168	0.0415
clock network	0.122	0.0795	0.0228	0.0424
Power is estimated from default activity; no workload was simulated.
